==> ./design.v <==
module rle (
	clk, 		
	nreset, 	
	start,
	message_addr,	
	message_size, 	
	rle_addr, 	
	rle_size, 	
	done, 		
	port_A_clk,
        port_A_data_in,
        port_A_data_out,
        port_A_addr,
        port_A_we
	);
input	clk;
input	nreset;
input	start;
input 	[31:0] message_addr;
input	[31:0] message_size;
input	[31:0] rle_addr;
input   [31:0] port_A_data_out;
output  [31:0] port_A_data_in;
output  [15:0] port_A_addr;
output  port_A_clk;
output  port_A_we;
output	[31:0] rle_size;
output	done;  
parameter IDLE = 2'b00, CALCULATE = 2'b01, PRECALC = 2'b10, FINISH = 2'b11;
reg [7:0] byte_read;		 
reg [7:0] similar_byte_count;  	 
reg [1:0] STATE;		 
reg [31:0] write_address_var;  	 
reg [31:0] read_address_var;	 
reg [31:0] write_buff, newData;  
reg [7:0] rle_counter;
reg [7:0] byte_written;
reg [1:0] byte_tracker;
reg lsb_half;			 
reg write, read;		 
reg doneFlag;
reg [2:0] shift_count;		 
wire [31:0] read_count;		 
wire [31:0] write_count;	 
wire [7:0] update_rle_counter;
wire [2:0] update_shift_count;
wire [7:0] update_similar_byte_count;
wire [7:0] update_byte_written;
wire [1:0] update_byte_tracker;
wire shift_count_compare;
wire similar_byte_compare;
wire byte_tracker_compare;
wire reach_msg_size;
assign read_count = read_address_var + 4;
assign write_count = write_address_var + 4;
assign update_rle_counter = rle_counter + 1;
assign update_shift_count = shift_count + 1;
assign update_similar_byte_count = similar_byte_count + 1;
assign update_byte_written = byte_written + 2;
assign update_byte_tracker = byte_tracker + 1;
assign shift_count_compare = (shift_count == 4);
assign similar_byte_compare = (similar_byte_count == 0);
assign byte_tracker_compare = (byte_tracker == 2);
assign reach_msg_size = (rle_counter == message_size);
assign port_A_clk = clk;	 
assign port_A_addr = (write) ? write_address_var : read_address_var;
assign port_A_we = write;
assign port_A_data_in = write_buff;
assign rle_size = byte_written;
assign done = (doneFlag && STATE == IDLE);
always @ (posedge clk or negedge nreset)
begin
	if(!nreset)
	begin
		STATE <= IDLE;
		byte_read <= 8'b0;
		shift_count <= 3'b0;
		similar_byte_count <= 8'b0;
		write <= 1'b0;
		write_address_var <= 32'b0;
		read_address_var <= 32'b0;
		byte_written <= 8'b0;
		rle_counter <= 8'b0;
		write_buff <= 32'b0;
		lsb_half <= 1'b1;
		read <= 1'b0;
		doneFlag <= 1'b0;
		byte_tracker <= 2'b0;
	end
	else
		case(STATE)
			IDLE:
				if(start)
				begin
					write <= 1'b0;
					read_address_var <= message_addr;
					write_address_var <= rle_addr;
					shift_count <= 3'b0;
					byte_written <= 8'b0;
					rle_counter <= 8'b0;
					byte_read <= 8'b0;
					similar_byte_count <= 8'b0;
					write_buff <= 32'b0;
					lsb_half <= 1'b1;
					read <= 1'b0;
					doneFlag <= 1'b0;
					byte_tracker <= 2'b0;
					STATE <= PRECALC;
				end
			PRECALC: 	begin
				 	read_address_var <= read_count;
					read <= 1'b1;
					STATE <= CALCULATE;
					end
			CALCULATE:	begin
					if(read)
					begin
						read <= 1'b0;
						write <= 1'b0;
						newData <= port_A_data_out;
						STATE <= CALCULATE;
					end
					else 
					begin
						read <= 1'b0;
						STATE <= CALCULATE;
						if(shift_count_compare)
						begin
							shift_count <= 0;
							STATE <= PRECALC;
						end
						if(!write && shift_count != 4)
						begin
							if(similar_byte_compare || byte_read == newData[7:0])
							begin
								byte_read <= newData[7:0]; 
								newData <= newData >> 8;
								rle_counter <= update_rle_counter;
								shift_count <= update_shift_count;
								similar_byte_count <= update_similar_byte_count;
							end
							else
							begin
								write <= 1'b1;
								read <= 1'b0;
							end	
						end  
						else if(write)
						begin
							if(byte_tracker_compare)
							begin
								write <= 1'b0;
								byte_tracker <= 0;
								lsb_half <= 1'b1;
								write_address_var <= write_count;
							end
							else
							begin
								byte_written <= update_byte_written;
								byte_tracker <= update_byte_tracker;
								similar_byte_count <= 8'b0;
								write <= 1'b0;
								if(lsb_half || (lsb_half && reach_msg_size))
								begin
									write_buff [31:0] <= {16'b0, byte_read, similar_byte_count};
									lsb_half <= 1'b0;
								end
								else
								begin
									write_buff [31:16] <= {byte_read, similar_byte_count};
									lsb_half <= 1'b1;
								end
								if(reach_msg_size)
								begin
									STATE <= FINISH;
									write <= 1'b1;
								end
							end
						end
					end  
					end
			FINISH: begin			
					write_address_var <= write_count;	
					doneFlag <= 1'b1;
					write <= 1'b0;
					STATE <= IDLE;
				end
		endcase
end
endmodule
==> ./run.sh <==
#!/bin/bash
# OpenROAD 26Q1-2900-gdf79404cd8, Yosys 0.63+post, stock flow scripts
make -C /OpenROAD-flow-scripts/flow DESIGN_CONFIG=/design/flow/config.mk WORK_HOME=/design/flow/orfs finish
==> ./config.mk <==
export PLATFORM = sky130hd
export DESIGN_NAME = rle
export DESIGN_NICKNAME = rle
export VERILOG_FILES = /design/flow/design.v
export SDC_FILE = /design/flow/constraint.sdc
export NUM_CORES = 4
export LEC_CHECK = 1
export CORE_UTILIZATION = 40
==> ./constraint.sdc <==
current_design rle

set clk_period 4.0
set clk_io_pct 0.2

create_clock -name clk0 -period $clk_period [get_ports {clk}]

set non_clock_inputs [all_inputs -no_clocks]
set_input_delay [expr $clk_period * $clk_io_pct] -clock clk0 $non_clock_inputs
set_output_delay [expr $clk_period * $clk_io_pct] -clock clk0 [all_outputs]
==> qor.yml <==
status: "finished, final reports clean"
track_usage: 0.196
n_antenna_cell: 0
drtIter0Drc: 434
postSynthCellCount: 736
logic_area_sq_mm: 0.00345
drc: 0
crit_path_frequent_cell: "clkbuf_16"
first_pass_iters: 22
edf_count: 32
ys_chip_area_sq_mm: 0.00745
grt_max_degree: 49
crit_required_ns: 3.20
cpPeakStageDelay_ns: 0.39
post_drt_wl_per_cell_um: 15.6
crit_slowest_cell: "clkdlybuf4s50_1"
port-buffer-count: 156
cp_cell_sequence: "clkbuf_16 > clkbuf_16 > clkdlybuf4s50_1"
clkLatencyLatePin_ns: 0.52
grt_overflow_total: 0
ys_ff: 140
antenna_found_initial: 0
final_core_util: 0.542
fp.coreArea_sq_mm: 0.0181
post-cts-setup-buffers: 0
via_per_inst: 5.28
place_hpwl_um: 12300
clock-skew-final_ns: 0.00664
gp_congestion: 0.894
die_width_um: 138
endpoint_kind: "output port"
top_cells_by_area: "dfrtp_1 (36%), edfxtp_1 (13%), mux2_2 (6.8%)"
yosysTopAreaCell: "dfrtp_1"
ios: 214
fp_util: 0.412
final_antenna_net_count: 0
avgSynthCellArea_sq_um: 10.1
placed_cell_area_sq_mm: 0.00913
ys_seq_frac: 0.492
p_leak_nw: 4.22
yosysTopAreaCellShare: 0.356
worst_slew_pin_slew_ns: 0.746
power_mw: 3.36
synth_area_sq_mm: 0.00745
dieArea_sq_mm: 0.0192
routed_wl_um: 17600
warning_count: 60
async_flop_share: 0.771
ys.flop_type: "dfrtp_1"
cts.clk_slew.worst_paths_ns: 0.06
finalMaxSlewViolations: 0
power.density_mw_per_mm2: 342
ir_worst_vdd_v: 0.000280
via_count: 5965
finalHoldViolCount: 0
cts_tree: "built"
ys_cells: 736
slew_headroom: 0.502
worstSetupPathType: "clock port to output port"
maxCapViolations: 0
dp_slack_ns: 0.833
seqCellArea_sq_mm: 0.00367
grt_pass1_vias: 5873
rsz0062_at_grt: "false"
hold_buffers: 0
worstPathArrival_ns: 2.63
path_delay_family: "buffers and inverters"
cts_resized: 0
path_max_fanout: 2
cp-start-kind: "clock port"
rrSetupSlack_ns: 1.27
drive_gt1_frac: 0.128
syn2layout_area_growth_pct: 31.6
timing.critical_path.buf_inv: 3
row_count: 49
setup_viol: 0
fin_ws_ns: 0.567
setup_tns_ns: 0
fill_cells: 1499
stdcell_area_sq_mm: 0.00981
hp-class: "primary input to async pin"
fp.dieH_um: 138
grt_pass1_wl_um: 29500
ys_types: 63
synth_warnings: 1
-- power breakdown --
part,leakage [nW],switching (mW),internal [mW]
clock,0.337,0.676,1.09
sequential,1.73,0.00147,1.46
combinational,2.15,0.0422,0.0942
total,4.22,0.720,2.64
-- path summary, 6_finish.rpt --
path / from / to / depth (start not counted)
max reg2reg: similar_byte_count[0] / newData[26] / 8
max in group asynchronous: nreset / write_buff[10] / 2
min in group clk0: write_buff[1] / write_buff[1] / 1
max: clk / port_A_clk / 3
min: nreset / byte_written[5] / 1
min reg2reg: write_buff[1] / write_buff[1] / 1
-- worst register-to-register path, stage by stage (launching register included) --
cell	delay (ns)
dfrtp_1	0.47
inv_1	0.10
ha_1	0.13
or4b_4	0.46
nor4_4	0.26
a21o_2	0.36
a21oi_1	0.13
nor2_2	0.09
buf_4	0.37
-- registers in the layout, indices dropped and copies added, names as in the netlist --
signal              flops
similar_byte_count      8
doneFlag                1
byte_written            7
STATE                   4
byte_tracker            2
shift_count             3
write                   1
read                    1
write_buff             32
newData                32
rle_counter             8
lsb_half                1
read_address_var       16
byte_read               8
write_address_var      16
-- synthesized netlist by cell type (all sizes together), types with 12 or more instances --
cell and instances:
and2 16, o22ai 15, dfrtp 106, clkbuf 31, a21oi 43, nand3 21, nor2 35, mux2 45
and3 19, nand2 83, a21o 14, mux2i 12, edfxtp 32, buf 34, xor2 13, o21ai 54
inv 17, nand4 26, a22o 16
-- metal layers --
metal	part of all wire	track usage
met5	0	0
met4	0.012	0.0296
met3	0.059	0.0427
met2	0.48	0.309
met1	0.45	0.296
-- area by class of cell --
| type | instances | area share |
|---|---|---|
| clock buffers | 21 | 0.0521 |
| clock inverters | 15 | 0.0177 |
| inverters | 18 | 0.00689 |
| multi-input cells | 537 | 0.352 |
| flip-flops and latches | 140 | 0.374 |
| well taps | 229 | 0.0292 |
| repair buffers | 169 | 0.169 |
-- cell families (layout without fill, tap and decap cells) --
kind of cell    count (synthesis)  in the layout  synth area share
compound gates                185            185             0.161
xor+xnor                       18             18            0.0212
fa+ha+maj                       8              8            0.0134
buf+inv                        83            223            0.0574
flops                         140            140             0.492
mux                            57             57            0.0842
other cells                     1             25          0.000503
simple gates                  244            244             0.170
-- through the flow --
stage / hold WS, ns / std cells
2_1_floorplan: 0.425 / 760
3_5_place_dp: 0.466 / 1094
5_1_grt: 0.190 / 1129
6_report: 0.186 / 1129
4_1_cts: 0.181 / 1129
3_3_place_gp: 0.458 / 1094
-- layout by cell type (no fill, tap or decap), types with 4 or more instances in the layout --
cell type / instances
mux2_2: 45
nor2b_1: 4
and3_1: 18
nor3_1: 4
nand3_1: 21
a21o_1: 13
ha_1: 8
inv_1: 17
xnor2_1: 5
and2_1: 15
a21oi_1: 43
clkbuf_16: 20
or3_1: 4
buf_4: 15
a22o_1: 16
nor2_1: 34
nor4_1: 6
and4_1: 6
nand2_1: 83
clkdlybuf4s50_1: 155
o22ai_1: 15
dfrtp_1: 106
mux2i_1: 12
conb_1: 25
o21a_1: 4
o22a_1: 8
o21ai_0: 51
o211ai_1: 6
nand4_1: 26
or4_1: 4
edfxtp_1: 32
xor2_1: 13
inv_6: 6
nand2b_1: 6
Power figures rest on the tool's default switching activity, not on a simulated workload.
